==> design/flow/config.mk <==
export PLATFORM = sky130hd
export DESIGN_NAME = booth
export DESIGN_NICKNAME = booth
export VERILOG_FILES = /design/flow/design.v
export SDC_FILE = /design/flow/constraint.sdc
export NUM_CORES = 4
export LEC_CHECK = 1
export CORE_UTILIZATION = 50
==> design/flow/constraint.sdc <==
current_design booth

set clk_period 5.2
set clk_io_pct 0.2

create_clock -name clk0 -period $clk_period [get_ports {clk}]

set non_clock_inputs [all_inputs -no_clocks]
set_input_delay [expr $clk_period * $clk_io_pct] -clock clk0 $non_clock_inputs
set_output_delay [expr $clk_period * $clk_io_pct] -clock clk0 [all_outputs]
==> design/flow/design.v <==
module booth (
    input Start, clk, Resetn,
    input signed [7:0] Mplier, Mcand,
    output Finish,
    output [15:0] FProduct
);
    reg [1:0] state;
    reg [1:0] nextState;
    localparam S1 = 2'b00;
    localparam S2 = 2'b01;
    localparam S3 = 2'b10;
    reg [2:0] count;
    wire Done;
    reg signed [17:0] C, CompC;
    reg signed [17:0] Product;
    assign FProduct = Product[16:1];
    always@(posedge clk or posedge Resetn) begin
        if (Resetn) state <= S1;
        else begin
            case(state)
                S1:begin
                    state <= nextState;     
                    if (!Start) begin
                        Product <= Product;
                        count <= count;
                        C <= C;
                        CompC <= CompC;
                    end
                    else begin
                        Product <= {9'b000000000, Mplier, 1'b0};
                        count <= 3'b000;
                        C = {Mcand[7], Mcand, 9'b000000000};
                        CompC = {1'b0, (~Mcand) + 8'b00000001, 9'b000000000};
                        if (CompC[16]) CompC[17] = 1'b1;
                    end
                end           
                S2:begin
                    state <= nextState;
                    C <= C;
                    CompC <= CompC;
                    if (~Done && ~(Product[1]^Product[0])) begin
                        Product <= Product >>> 1;
                        count <= count + 3'b001;
                    end
                    else if (Done && ~(Product[1]^Product[0])) begin
                        Product <= Product >>> 1;
                        count <= count;
                    end
                    else begin
                        if (Product[1]) begin
                            Product <= Product + CompC;
                            count <= count;
                        end
                        else begin
                            Product <= Product + C;
                            count <= count;
                        end
                    end
                end
                S3:begin
                    state <= nextState;
                    C <= C;
                    CompC <= CompC;
                    if (!Done) begin
                        Product <= Product >>> 1;
                        count <= count + 3'b001;
                    end
                    else begin
                        Product <= Product >>> 1;
                        count <= count;
                    end
                end
            endcase
        end 
    end
    assign Done = count[2] && count[1] && count[0];
    assign Finish = (state == S1) & Done;
    always@(*) begin
        case(state)
            S1:begin
                if (!Start) begin 
                    nextState = S1;
                end
                else begin
                    nextState = S2;
                end
            end
            S2:begin
                if (~Done && ~(Product[1]^Product[0])) begin
                    nextState = S2;
                end
                else if (Done && ~(Product[1]^Product[0])) begin
                    nextState = S1;
                end
                else begin
                    nextState = S3;
                end
            end
            S3:begin
                if (!Done) begin
                    nextState = S2;
                end
                else begin
                    nextState = S1;
                end
            end
        endcase
    end
endmodule
==> design/flow/run.sh <==
#!/bin/bash
# OpenROAD 26Q1-2900-gdf79404cd8, Yosys 0.63+post, stock flow scripts
make -C /OpenROAD-flow-scripts/flow DESIGN_CONFIG=/design/flow/config.mk WORK_HOME=/design/flow/orfs finish
==> job_summary.md <==
## Synthesis and layout report

| Metric | Value |
|---|---|
| Status | finished, final reports clean |
| Vias per inst | 5.39 |
| Layout fillers | 344 |
| Yosys Instances | 205 |
| Synth warn | 1 |
| I/O Pins | 36 |
| Fin. Hold Viols | 0 |
| Critical Path End Type | output pin |
| Initial DRC Count | 142 |
| Postcts setup bufs | 0 |
| Fmax | 377 MHz |
| Chip area | 4890 um2 |
| Min Clock Period, post-route | 2.65 ns |
| Final period util | 0.510 |
| Pleak | 1.05 nW |
| RSZ-0062 raised after global routing | no |
| Max IR drop VDD | 0.173 mV |
| Async SR Flop Fraction | 0.0500 |
| # diodes | 0 |
| Average wire per standard cell | 13.9 um |
| TritonCTS clock tree | yes |
| Synth area leaders | edfxtp_1, ha_1, buf_4, o21ai_0, mux2_2 |
| P&R area growth vs syn | 18.5% |
| Max-Cap Viols | 0 |
| Critical Path RT | 4.16 ns |
| Worst hold path class | register to register |
| Worst Setup Slack post-DPL | 2.47 ns |
| Setup crit start | state[0]$_DFFE_PP0N_ |
| Layout cell share with drive strength beyond 1 | 0.104 |
| Crit start category | register |
| CTS max path bufs | 2 |
| Core area | 4380 um2 |
| Vias in the first global route | 1405 |
| TritonCTS Buffers | 5 |
| YS chip area | 2310 um2 |
| CP Max Fanout | 4 |
| Row cnt | 24 |
| Initial antenna violation count | 0 |
| Post-detail-place hpwl | 2.94 mm |
| Worst hold start | Product[2]$_DFFE_PP_ |
| Area share, top type | 0.469 |
| Global Route Usage Sum | 0.180 |
| Via count | 1519 |
| Final WS setup | 2.55 ns |
| Pin count of the biggest net entering global routing | 18 |
| Synth flops | 40 |
| Pwr dens | 265 nW/um2 |
| Logic area | 927 um2 |
| Die Wd | 69.9 um |
| Max_slew headroom | 0.532 |
| Post-synthesis cell type count | 41 |
| Sequential cell area | 1160 um2 |
| EDFF count, synth | 36 |
| Worst Max-Slew Pin Slew | 0.699 ns |
| Worst-path clk slew | 0.08 ns |
| Final TNS setup | 0 ns |
| Tool Warnings | 29 |
| # resized after CTS | 0 |
| Worst Skew | 0.00682 ns |
| First-pass GRT wire length | 6.66 mm |
| Slew Viols, Final | 0 |
| Chip height | 69.9 um |
| Mapped Avg Cell Area | 11.2 um2 |
| Count of final setup violators | 0 |
| Init Core Util | 0.526 |
| TritonRoute pass-1 iters | 6 |
| Register pins left without a clock | 2 |
| Final worst hold slack | 0.565 ns |
| Synth Cell Area | 2310 um2 |
| Drt drc | 0 |
| Area leader, netlist | edfxtp_1 |
| Fin util | 0.623 |
| I/O Buffers | 35 |
| Worst R2R Start | Product[1]$_DFFE_PP_ |
| Ys flop type | edfxtp_1 |
| Setup CP Type | register to output pin |
| Gr ovfl total | 0 |
| Post-CTS Hold Buffers | 0 |
| Routed WL | 3.93 mm |
| Htree depth | 2 |
| CP arrival | 1.61 ns |
| Synthesized instance count | 205 |
| Latency at later pin | 0.29 ns |
| Final GP Congestion | 0.794 |
| CTS root buffer | clkbuf_8 |
| Antenna Nets Post-Route | 0 |
| Endpoints left unconstrained | 2 |
==> layout make-up <==
class                   instances  share of cell area
clock buffers                   5              0.0252
clock inverters                 3              0.0252
flip-flops and latches         40               0.425
repair buffers                 37               0.134
inverters                      20              0.0279
well taps                      52              0.0238
multi-input cells             125               0.339
==> worst paths after layout <==
path	slack (ns)	end	cells after the start
worst max-delay path	2.55	Finish	5
worst min-delay path	0.56	Product[1]$_DFFE_PP_	2
worst max register to register	2.62	Product[17]$_DFFE_PP_	6
worst min register to register	0.56	Product[1]$_DFFE_PP_	2
max in group asynchronous	4.12	state[1]$_DFFE_PP0N_	2
min in group asynchronous	0.96	state[0]$_DFFE_PP0N_	2
==> cells in the mapped netlist (2+ instances only) <==
| cell | n |
|---|---|
| edfxtp_1 | 36 |
| inv_1 | 19 |
| o21ai_0 | 18 |
| buf_4 | 17 |
| nand2_1 | 17 |
| ha_1 | 15 |
| nor2_1 | 9 |
| mux2_2 | 8 |
| xnor2_1 | 7 |
| nor3_1 | 5 |
| a211oi_1 | 4 |
| xor2_1 | 4 |
| a21o_1 | 3 |
| a21oi_1 | 3 |
| nor2b_1 | 3 |
| a22o_1 | 2 |
| and2_1 | 2 |
| and3_1 | 2 |
| clkbuf_1 | 2 |
| dfrtp_1 | 2 |
| dlxtn_1 | 2 |
| mux2i_1 | 2 |
| nand3_1 | 2 |
| o211ai_1 | 2 |
| o21a_1 | 2 |
| or4_1 | 2 |
==> worst max-delay path: stages, from the launching register on <==
cell             delay [ns]
dfrtp_1                0.42
inv_1                  0.09
ha_1                   0.17
inv_1                  0.08
nor2_1                 0.11
clkdlybuf4s50_1        0.47
==> registers in the layout, indices dropped and copies added (netlist names) <==
register	count
CompC	7
nextState	2
Product	18
C	8
state	2
count	3
==> power by group <==
group	switching (mW)	internal, mW	total, mW
sequential	0.00612	0.346	0.352
clock	0.107	0.192	0.299
combinational	0.0333	0.0412	0.0745
==> cell usage in the layout (no fill, tap or decap), drive strengths merged, types with 3 or more instances in the layout <==
master and n:
a211oi 5, a21o 3, a21oi 3, clkbuf 5
clkdlybuf4s50 35, edfxtp 36, ha 15, inv 19
mux2 8, nand2 17, nand3 3, nor2 9
nor2b 3, nor3 5, o21ai 19, xnor2 7
xor2 4
==> metrics by stage <==
stage / cells / power, mW / area, um2
2_1_floorplan: 205 / 0.403 / 2310
3_3_place_gp: 274 / 0.431 / 2590
3_5_place_dp: 274 / 0.433 / 2590
5_1_grt: 282 / 0.759 / 2730
4_1_cts: 282 / 0.733 / 2730
6_report: 282 / 0.726 / 2730
==> routing by layer <==
| metal | share of wire | wire (um) | track usage | vias to the layer above |
|---|---|---|---|---|
| met5 | 0 | 0 | 0 | - |
| met4 | 0.0082 | 32 | 0.0178 | 0 |
| met3 | 0.058 | 228 | 0.0409 | 4 |
| met2 | 0.45 | 1750 | 0.259 | 50 |
| met1 | 0.49 | 1920 | 0.319 | 703 |
| li1 | - | - | - | 762 |
==> cell families after synthesis <==
group,Yosys count,synth area share
simple gates,47,0.105
mux,10,0.0478
fa+ha+maj,16,0.0901
compound gates,41,0.115
latches,2,0.0130
flops,38,0.491
buf+inv,40,0.0966
xor+xnor,11,0.0418
Power figures rest on the tool's default switching activity, not on a simulated workload.
