==> flow/design.v <==
module dec_7seg_decoder
(
	input [3:0]
		bin,
	output [7:0]
		hex0,
		hex1
);
assign hex0[7] = 1;
assign hex0[6] = (!bin[3] & !bin[2] & !bin[1]) | (bin[3] & !bin[2] & bin[1]) | (!bin[3] & bin[2] & bin[1] & bin[0]);
assign hex0[5] = (!bin[3] & !bin[2] & bin[0]) | (!bin[3] & !bin[2] & bin[1]) | (!bin[3] & bin[1] & bin[0]) | (!bin[2] & bin[1] & bin[0]) | (bin[3] & bin[2] & !bin[1]);
assign hex0[4] = (bin[0]) | (!bin[3] & bin[2] & !bin[1]) | (bin[3] & bin[2] & bin[1]);
assign hex0[3] = (!bin[2] & !bin[1] & bin[0]) | (bin[3] & !bin[2] & bin[0]) | (!bin[3] & bin[2] & !bin[1] & !bin[0]) | (!bin[3] & bin[2] & bin[1] & bin[0]) | (bin[3] & bin[2] & bin[1] & !bin[0]);
assign hex0[2] = (!bin[3] & !bin[2] & bin[1] & !bin[0]) | (bin[3] & bin[2] & !bin[1] & !bin[0]);
assign hex0[1] = (!bin[3] & bin[2] & !bin[1] & bin[0]) | (!bin[3] & bin[2] & bin[1] & !bin[0]) | (bin[3] & bin[2] & bin[1] & bin[0]);
assign hex0[0] = (!bin[3] & !bin[2] & !bin[1] & bin[0]) | (!bin[3] & bin[2] & !bin[1] & !bin[0]) | (bin[3] & !bin[2] & bin[1] & bin[0]) | (bin[3] & bin[2] & bin[1] & !bin[0]);
assign hex1[7] = 1;
assign hex1[6] = 1;
assign hex1[5] = (bin[3] & bin[1]) | (bin[3] & bin[2]);
assign hex1[4] = hex1[5];
assign hex1[3] = hex1[5];
assign hex1[2] = 0;
assign hex1[1] = 0;
assign hex1[0] = hex1[5];
endmodule
module partII(
	output		     [7:0]		HEX0,
	output		     [7:0]		HEX1,
	output		     [7:0]		HEX2,
	output		     [7:0]		HEX3,
	output		     [7:0]		HEX4,
	output		     [7:0]		HEX5,
	output		     [9:0]		LEDR,
	input 		     [9:0]		SW
);
dec_7seg_decoder partII_display (
	.bin(SW),
	.hex0(HEX0),
	.hex1(HEX1)
);
assign HEX2 = 8'b11111111;
assign HEX3 = 8'b11111111;
assign HEX4 = 8'b11111111;
assign HEX5 = 8'b11111111;
endmodule
==> flow/run.sh <==
#!/bin/bash
# OpenROAD 26Q1-2900-gdf79404cd8, Yosys 0.63+post, stock flow scripts
make -C /OpenROAD-flow-scripts/flow DESIGN_CONFIG=/design/flow/config.mk WORK_HOME=/design/flow/orfs finish
==> flow/config.mk <==
export PLATFORM = sky130hd
export DESIGN_NAME = partII
export DESIGN_NICKNAME = partII
export VERILOG_FILES = /design/flow/design.v
export SDC_FILE = /design/flow/constraint.sdc
export NUM_CORES = 4
export LEC_CHECK = 1
export CORE_AREA = 10 10 70 70
export DIE_AREA = 0 0 80 80
==> flow/constraint.sdc <==
current_design partII

set clk_period 1.5
set clk_io_pct 0.2

create_clock -name clk0 -period $clk_period

set non_clock_inputs [all_inputs -no_clocks]
set_input_delay [expr $clk_period * $clk_io_pct] -clock clk0 $non_clock_inputs
set_output_delay [expr $clk_period * $clk_io_pct] -clock clk0 [all_outputs]
==> reports/qor.log <==
INFO  critical_path  start_kind=input pin
INFO  pwr            comb_power_share=1.000
INFO  final_timing   post_layout_period_usage_of_the_worst_path=0.9572
INFO  synthesis      gate_count_post_synth=79
INFO  synthesis      synth-cells-yosys=79
INFO  cells_and_area final_area=651.9um^2
INFO  drt            route.antenna.remaining_nets=0
INFO  drt            drt_iter0_markers=9
INFO  pwr            peakVddDrop=0.00004321V
INFO  status         result_of_the_run=completed
INFO  place          numPortBuffers=15
INFO  job            drv.max_cap_violation_count=0
INFO  worst_hold_path worst_hold_path_depth=5
INFO  die            top_level_ports=68
INFO  place          postPlaceCellArea=596.8um^2
INFO  pwr            clock_network_fraction_of_total_power=0
INFO  final_timing   final_number_of_setup_violating_endpoints=0
INFO  critical_path  crit_slowest_cell=sky130_fd_sc_hd__dlygate4sd2_1
INFO  synthesis      yosysWarningCount=11
INFO  cells_and_area numSequentialCells=0
INFO  synthesis      netlist.top_cell.by_instances=sky130_fd_sc_hd__buf_4
INFO  drt            drt_pass1_iterations=3
INFO  drt            route.detailed.wl_per_inst=9.141um
INFO  critical_path  cp_cell_sequence=clkdlybuf4s15_2 > buf_6 > buf_4 > nand3_2 > o21ai_0 > dlygate4sd2_1
INFO  pwr            power-per-cell-area=191.3mW/mm^2
INFO  place          gpl.final_weighted_congestion=0.6867
INFO  die            floorplan.core_util=0.1608
INFO  worst_hold_path holdCritStartpoint=SW[3]
INFO  synthesis      yosys.area.top_type_share=0.6834
INFO  synthesis      netlist_top_cells_count=sky130_fd_sc_hd__buf_4, sky130_fd_sc_hd__a21oi_1, sky130_fd_sc_hd__nand2_1
INFO  critical_path  critPathMaxStageDelay=240ps
INFO  job            warnings=39
INFO  die            chipWidth=80um
INFO  global_routing grt_util_all_layers=0.03534
INFO  final_timing   setup_repair_after_global_routing_missed_its_margin=false
INFO  final_timing   period_needed=1436ps
INFO  pwr            intPower=73.58uW
INFO  final_timing   timing.final.max_slew_violations=0
INFO  die            total_die_area=0.006400mm^2
INFO  die            std_cell_rows=21
INFO  final_timing   finalHoldViolations=0
INFO  global_routing maximum_number_of_pins_on_one_net_before_global_route_repair=7
INFO  cells_and_area area_growth_syn_to_layout=18.68%
INFO  pwr            power.static_leakage=0.3733nW
INFO  synthesis      synth.cell_area=549.3um^2
INFO  worst_hold_path min_to=HEX0[3]
INFO  final_timing   timing.fmax=0.6965GHz
INFO  clocking       number_of_hold_repair_buffers_added_at_the_cts_stage=0
INFO  cells_and_area final_cell_count_no_fill=142
INFO  drt            avgViaCountPerCell=2.725
INFO  synthesis      ys_top_cells_by_area=sky130_fd_sc_hd__buf_4, sky130_fd_sc_hd__a21oi_1, sky130_fd_sc_hd__o221ai_2
INFO  pwr            total_switching_power=51.15uW
INFO  global_routing grt_remaining_overflow=0
INFO  pwr            switching_share=0.4101
INFO  critical_path  path_class=in -> out
INFO  synthesis      synth-seq-area-share=0
INFO  pwr            power.share.sequential=0
INFO  cells_and_area post_route_cells_drive_above_1_share=0.2708
INFO  place          place.detailed.hpwl=1180um
INFO  synthesis      ys_area=549.3um^2
INFO  die            core_area=0.003416mm^2
INFO  die            floorplan.die.height=80um
INFO  cells_and_area final-seq-area=0um^2
INFO  global_routing antenna_found_initial=0
INFO  cells_and_area layout.clock_buffers=0
INFO  drt            dr_total_vias=387
INFO  critical_path  critPathRequiredTime=1200ps
INFO  critical_path  worst-endpoint-arrival=1140ps
INFO  synthesis      synthDistinctLibCells=20
INFO  worst_hold_path holdCritPathClass=in -> out
INFO  drt            route.antenna.diode_count=0
INFO  critical_path  cp-end-kind=primary output
INFO  place          placedCellCount=141
INFO  synthesis      synth_top_cell_by_area=sky130_fd_sc_hd__buf_4
INFO  cells_and_area logic_area=369.1um^2
INFO  drt            drc=0
INFO  drt            totalWireLength=1298um
INFO  cells_and_area fillers=396
INFO  synthesis      avgSynthCellArea=6.953um^2
INFO  critical_path  cp_max_fo=5
INFO  global_routing wire_length_of_the_first_global_routing_pass=1973um
INFO  global_routing via_count_of_the_first_global_routing_pass=438
-- layer usage --
metal	track usage	vias to the layer above	wire (um)
met4	0	0	0
met2	0.06180	32	625
met5	0	-	0
li1	-	182	-
met1	0.04092	173	540
met3	0.01591	0	132
-- timing repair --
action / in CTS / in global routing
pin swaps: 6 / 4
endpoints found under the setup margin: 11 / 3
gates resized: 42 / 5
setup buffers: 2 / 0
-- how the worst max path moves through the flow --
stage	from	end	slack [ps]	cells past startpoint
after global routing	SW[2]	HEX0[0]	10	6
after CTS	SW[3]	HEX0[1]	-150	6
final	SW[2]	HEX0[6]	60	6
-- power by group through the flow --
stage / clock [mW] / combinational [mW] / sequential (mW)
4_1_cts: 0 / 0.127 / 0
5_1_grt: 0 / 0.147 / 0
6_report: 0 / 0.125 / 0
-- critical path, delay by kind of cell --
kind                   cells  cell delay, ps
buffers and inverters      4             700
AOI/OAI and AO/OA          1              70
and+or+nand+nor            1              60
-- placed cells by master, fill, tap and decap left out --
cell                               n
sky130_fd_sc_hd__buf_6             5
sky130_fd_sc_hd__nand3_1           1
sky130_fd_sc_hd__nor2_1            2
sky130_fd_sc_hd__nand3b_1          1
sky130_fd_sc_hd__nor3b_4           1
sky130_fd_sc_hd__clkdlybuf4s15_2   1
sky130_fd_sc_hd__dlymetal6s2s_1    1
sky130_fd_sc_hd__o21ai_1           1
sky130_fd_sc_hd__inv_2             1
sky130_fd_sc_hd__xor2_2            1
sky130_fd_sc_hd__o21ai_0           1
sky130_fd_sc_hd__xnor2_2           1
sky130_fd_sc_hd__nand2_2           1
sky130_fd_sc_hd__o21a_4            1
sky130_fd_sc_hd__a21o_1            1
sky130_fd_sc_hd__a21oi_2           2
sky130_fd_sc_hd__or2_1             1
sky130_fd_sc_hd__buf_4             7
sky130_fd_sc_hd__nand2b_1          2
sky130_fd_sc_hd__nand3_2           1
sky130_fd_sc_hd__dlygate4sd2_1     9
sky130_fd_sc_hd__conb_1           47
sky130_fd_sc_hd__nor2b_2           1
sky130_fd_sc_hd__a21oi_1           1
sky130_fd_sc_hd__o221ai_2          1
sky130_fd_sc_hd__nand2_1           2
sky130_fd_sc_hd__buf_2             2
-- metrics by stage --
step           hold WS (ps)    util  setup TNS [ps]  power [mW]  setup WS (ps)
2_1_floorplan         634.9       -               0      0.1310          259.0
3_3_place_gp           1663  0.1747           -5970      0.1257         -669.3
3_5_place_dp           1651  0.1747           -6085      0.1251         -687.4
4_1_cts                1033  0.1857          -154.1      0.1273         -148.6
5_1_grt                1045  0.1908               0      0.1469          13.97
6_report               1009  0.1908               0      0.1247          64.23
-- cell type report --
class	instances	area share
inverters	1	0.005758
repair buffers	25	0.3397
multi-input cells	70	0.5662
well taps	46	0.08829
-- cell families (layout without fill, tap and decap cells) --
kind of cell	Yosys count	count (layout)	share of synthesized area
buffers and inverters	54	26	0.7289
and+or+nand+nor	13	13	0.1253
AOI/OAI and AO/OA	8	8	0.1002
other	2	47	0.01367
xor gates and xnor gates	2	2	0.03190
No activity file was given, so power comes from the tool's default toggle rates.
