**config.mk**
```make
export PLATFORM = sky130hd
export DESIGN_NAME = myMultiplier
export DESIGN_NICKNAME = myMultiplier
export VERILOG_FILES = /design/flow/design.v
export SDC_FILE = /design/flow/constraint.sdc
export NUM_CORES = 4
export LEC_CHECK = 1
export CORE_AREA = 10 10 70 70
export DIE_AREA = 0 0 80 80
```
**design.v**
```verilog
module mult (
    input a0, a1, b0, b1, cin,
    output s, cout
);
    and(a, a0, a1);
    and(b, b0, b1);
    and(w1, a, b);
    and(w2, a, cin);
    and(w3, b, cin);
    or(w4, w1, w2);
    or(cout, w3, w4);
    xor(w5, a, b);
    xor(s, w5, cin);
endmodule
module mult4(
    input [15:0] i,
    output [3:0] sum,
    output out
    );    wire f0, f1, f2;
    mult m1 (
        .a0(i[0]),
        .a1(i[1]),
        .b0(i[2]),
        .b1(i[3]),
        .cin(1'b0),
        .s(sum[0]),
        .cout(f0)
    );
    mult m2 (
        .a0(i[4]),
        .a1(i[5]),
        .b0(i[6]),
        .b1(i[7]),
        .cin(f0),
        .s(sum[1]),
        .cout(f1)
    );
    mult m3 (
        .a0(i[8]),
        .a1(i[9]),
        .b0(i[10]),
        .b1(i[11]),
        .cin(f1),
        .s(sum[2]),
        .cout(f2)
    );
    mult m6 (
        .a0(i[12]),
        .a1(i[13]),
        .b0(i[14]),
        .b1(i[15]),
        .cin(f2),
        .s(sum[3]),
        .cout(out)
    );
endmodule
module myMultiplier (
    input [3:0] a, b,
    output [7:0] product 
);
    wire [3:0] sum1, sum2, sum3;
    wire f1, f2;
    and(product[0], a[0], b[0]);
    mult4 a1 (
        .i({a[3], b[1], 1'b0, 1'b0, a[2], b[1], a[3], b[0], a[1], b[1], a[2], b[0], a[0], b[1], a[1], b[0]}),
        .sum(sum1),
        .out(f1)
    );
    assign product[1] = sum1[0];
    mult4 a2 (
        .i({a[3], b[2], f1, 1'b1, a[2], b[2], sum1[3], 1'b1, a[1], b[2], sum1[2], 1'b1, a[0], b[2], sum1[1], 1'b1}),
        .sum(sum2),
        .out(f2)
    );
    assign product[2] = sum2[0];
    mult4 a3 (
        .i({a[3], b[3], f2, 1'b1, a[2], b[3], sum2[3], 1'b1, a[1], b[3], sum2[2], 1'b1, a[0], b[3], sum2[1], 1'b1}),
        .sum(sum3),
        .out(product[7])
    );
    assign product[3] = sum3[0];
    assign product[4] = sum3[1];
    assign product[5] = sum3[2];
    assign product[6] = sum3[3];
endmodule
```
**run.sh**
```bash
#!/bin/bash
# OpenROAD 26Q1-2900-gdf79404cd8, Yosys 0.63+post, stock flow scripts
make -C /OpenROAD-flow-scripts/flow DESIGN_CONFIG=/design/flow/config.mk WORK_HOME=/design/flow/orfs finish
```
**constraint.sdc**
```tcl
current_design myMultiplier

set clk_period 4.7
set clk_io_pct 0.2

create_clock -name clk0 -period $clk_period

set non_clock_inputs [all_inputs -no_clocks]
set_input_delay [expr $clk_period * $clk_io_pct] -clock clk0 $non_clock_inputs
set_output_delay [expr $clk_period * $clk_io_pct] -clock clk0 [all_outputs]
```
==> reports/results.txt <==
cell area power density = 97.5 mW/mm2
MUX area fraction = 0%
top post-synthesis cells by area = fa_1, and2_1, buf_4, ha_1, inv_1
global placement routability congestion = 0.682
area share of and/or/nand/nor cells after synthesis = 23.3%
yosys warns = 7
launching element type of the critical path = input pin
hold slack final = 2.48 ns
count of instantiated cells in the yosys netlist = 44
total number of vias = 296
area share, top type = 41.4%
launch point of the worst path = a[0]
worst voltage drop across the vdd grid = 0.0164 mV
unrepaired setup endpoints after global routing = true
final setup vio count = 3
worst-margin pin slew = 0.108 ns
DIE HEIGHT = 80 um
Routed Wire Length = 874 um
initial antenna violation count = 0
GR Util All Layers = 2.89%
NetSw = 0.0218 mW
share of the cycle needed by the critical path after routing = 112%
Data required, critical path = 3.76 ns
Critical Setup Path Class = input pin to primary output
number of global-route vias before repair = 366
Boundary Pins = 16
clock buffer count in the final layout = 0
share of final-layout standard cells stronger than drive strength 1 = 46.7%
area after detailed placement = 624 um2
DP Wirelength = 810 um
cells traversed along the worst timing path = buf_8 -> and2_4 -> ha_4 -> fa_2 -> inv_2 -> fa_1 -> fa_2 -> inv_2 -> fa_1 -> fa_2 -> fa_2 -> fa_2 -> buf_2
part of the power in combinational logic = 100.0%
first-pass GRT wire length = 1.57 mm
number of cells on the critical path = 13
DRC Markers = 0
leakage component of the power = 0.293 nW
Post-Synth AOI/OAI Area = 0%
Slew headroom = 92.8%
CP endpoint kind = primary output
final cell area excluding filler cells = 633 um2
internal power contribution = 0.0399 mW
storage element area = 0 um2
share of total power in sequential cells = 0%
dominant delay contributor by cell family on the critical path = adder cells
XOR Share, Synth = 0%
cell taking the most area after synthesis = fa_1
Crit path arrival time = 4.33 ns
Setup WS post-layout = -0.571 ns
number of hold violations in the final report = 0
overall power consumption = 0.0617 mW
total count of max-transition violations in the final report = 0
worst hold path depth = 5
hold crit path type = input pin to primary output
adder and majority cell fraction of the synthesized area = 54.4%
Inserted Diodes = 0
Clk network pwr share = 0%
FP Core Util = 11.3%
Die Footprint = 0.00640 mm2
die width = 80 um
antenna viol nets, final = 0
termination of the worst setup path = product[6]
result of the run = complete, but fails checks
layout overhead on the synthesized area = 63.8%
cell at the slowest stage of the critical path = fa_2
synthesized chip area reported by yosys = 387 um2
number of placement rows = 21
register area share after synthesis = 0%
Top logic family = adder cells
First DRT Iteration DRCs = 9
GRT overflow = 0
maximum cell stage delay along the critical path = 0.52 ns
distinct cell type count of the synthesized netlist = 6
max-cap violations = 0
maximum number of pins on one net before global-route repair = 5
mean number of vias per cell = 2.79
Core ar. = 0.00342 mm2
total of buffers placed on input and output ports = 16
Period minus WS final = 5.27 ns
warning total across the stage logs = 35
cell repeated most along the worst path = fa_2
synthesized instance count = 44
final routed wire length divided by cell count = 8.25 um
Switching Share = 35.4%
highest clock rate = 190 MHz
largest fanout of any net on the critical path = 2
average cell area after synthesis = 8.79 um2
number of iterations in the first detailed-routing pass = 2
violated checks = setup timing
worst path bufs/invs = 4
number of fill cells = 379
cell area after synthesis = 387 um2
number of sequential cells in the layout = 0
-- placed cells by master, fill, tap and decap left out, drive strengths merged --
cell type	count
clkdlybuf4s15	1
buf	14
clkbuf	1
nand2	4
fa	8
inv	9
ha	4
clkdlybuf4s50	7
and2	12
-- cell families after synthesis --
logic type    Yosys count
buf+inv                16
simple gates           16
fa+ha+maj              12
-- power by group through the flow --
stage / combinational, mW / clock [mW] / sequential (mW)
6_report: 0.0617 / 0 / 0
5_1_grt: 0.0741 / 0 / 0
4_1_cts: 0.0664 / 0 / 0
-- synthesized netlist by cell type --
master	n
and2_1	12
inv_1	9
fa_1	8
buf_4	7
ha_1	4
nand2_1	4
-- worst min path at each step --
stage	start	endpoint	slack [ns]
CTS	a[1]	product[4]	2.58
global route	a[1]	product[4]	2.53
finish	a[1]	product[4]	2.48
-- area by class of cell --
class	count	area [um2]	share of cell area [%]
timing repair buffer	23	206	32.6
inverter	9	33.8	5.34
multi-input combinational	28	335	53.0
tap	46	57.6	9.09
-- per-stage QoR --
stage               instances  setup WS [ns]  setup TNS, ns  util (%)
global placement          105          -1.34          -4.33      18.3
global route              106         -0.678          -1.52      18.5
finish                    106         -0.571          -1.20      18.5
detailed placement        105          -1.35          -4.37      18.3
CTS                       106         -0.616          -1.33      18.6
floorplan                  44         -0.394         -0.787         -
-- metal layers --
metal	up-vias	part of all wire, %	GRT usage, %	wire length (um)
li1	152	-	-	-
met1	138	38	2.99	334
met2	6	55	5.86	485
met3	0	6.2	0.795	54
met4	0	0	0	0
met5	-	0	0	0
-- timing repair --
action | 4_1_cts | 5_1_grt
hold buffers | 0 | 0
pin swaps | 11 | 6
hold endpoints to repair | 0 | 0
setup buffers | 1 | 0
endpoints found under the setup margin | 5 | 4
gates cloned | 0 | 0
gates resized | 39 | 2
Power and IR drop assume default switching activity.
